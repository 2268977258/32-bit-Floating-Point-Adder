[/design/flow/run.sh]
#!/bin/bash
# OpenROAD 26Q1-2900-gdf79404cd8, Yosys 0.63+post, stock flow scripts
make -C /OpenROAD-flow-scripts/flow DESIGN_CONFIG=/design/flow/config.mk WORK_HOME=/design/flow/orfs finish
[/design/flow/design.v]
module FA_PG(
	input x,y,cin,
	output f,p,g
);
	assign f = x ^ y ^ cin;
	assign p =  x | y;
	assign g = x & y;
endmodule
module CLA_8(
	input [7:0] a,b,
	input cin,
	output [7:0] f,
	output cout
);
	wire [8:0] c;
	wire [7:0] p,g;	
	assign c[0] = cin;
	FA_PG fa0(a[0], b[0], c[0], f[0], p[0], g[0]);
	FA_PG fa1(a[1], b[1], c[1], f[1], p[1], g[1]);
	FA_PG fa2(a[2], b[2], c[2], f[2], p[2], g[2]);
	FA_PG fa3(a[3], b[3], c[3], f[3], p[3], g[3]);
	FA_PG fa4(a[4], b[4], c[4], f[4], p[4], g[4]);
	FA_PG fa5(a[5], b[5], c[5], f[5], p[5], g[5]);
	FA_PG fa6(a[6], b[6], c[6], f[6], p[6], g[6]);
	FA_PG fa7(a[7], b[7], c[7], f[7], p[7], g[7]);
	assign c[1] = g[0] | (p[0] & c[0]);
	assign c[2] = g[1] | (p[1] & c[1]);
   	assign c[3] = g[2] | (p[2] & c[2]);
	assign c[4] = g[3] | (p[3] & c[3]);
	assign c[5] = g[4] | (p[4] & c[4]);
	assign c[6] = g[5] | (p[5] & c[5]);
	assign c[7] = g[6] | (p[6] & c[6]);
	assign c[8] = g[7] | (p[7] & c[7]);
	assign cout = c[8];
endmodule
module unpack(
	input [31:0]a,b,
	output reg s_a,s_b,
	output reg [7:0]exp_a,exp_b,
	output reg [22:0]mant_a,mant_b
);
	always @(*) begin
	s_a = a[31];
	exp_a = a[30:23];
	mant_a = a[22:0];
	s_b = b[31];
	exp_b = b[30:23];
	mant_b = b[22:0];
	end
endmodule
module outlier_handling(
	input s_a,s_b,
	input [7:0]exp_a,exp_b,
	input [22:0]mant_a,mant_b,
	output	reg[1:0]state,
	output	reg adn
);
	always @(*) begin
	if(exp_a == 8'b11111111 && mant_a == 23'b0 && exp_b == 8'b11111111 && mant_b == 23'b0) begin
		adn = 1;
		state = 2'b00;	 
	end else if(exp_a == 8'b0 && mant_a == 23'b0 && (exp_b != 8'b0 || mant_b != 23'b0) && exp_b != 8'b11111111) begin
		adn = 1;
		state = 2'b01;	 
	end else if(exp_b == 8'b0 && mant_b == 23'b0) begin
		adn = 1;
		state = 2'b00;	 
	end else if(exp_a == 8'b11111111 && mant_a != 23'b0 || exp_b == 8'b11111111 && mant_b != 23'b0) begin
		adn = 1;
		state = 2'b11;	 
	end else if(exp_a == 8'b0 && mant_a == 23'b0 && exp_b == 8'b11111111 && mant_b == 23'b0) begin
		adn = 1;
		state = 2'b00;	 
	end else if(exp_a == 8'b11111111 && mant_a == 23'b0 && (exp_b != 8'b0 || mant_b != 23'b0) && exp_b != 8'b11111111) begin
		adn = 1;
		state = 2'b10;	 
	end else begin
		adn = 0;
	end
	end
endmodule
module XOR(
	input s_a,s_b,
	output s_o
);
	assign s_o = s_a ^ s_b;
endmodule
module prenorm(
	input [7:0]exp_a,exp_b,
	input [22:0]mant_a,mant_b,
	output [34:0]dividend_m,
	output [29:0]divisor_m,
	output [4:0]lzd_o_a,lzd_o_b
);
	integer i;
	wire non_a = 1'b0;
	wire non_b = 1'b0;
	reg chag_a = 1'b0;
	reg chag_b = 1'b0;
	reg [34:0]dividend;
	reg [29:0]divisor;
	reg [4:0]lzd_a,lzd_b;
	reg [23:0]shift_a,shift_b;
	assign non_a = ~(|exp_a);
	assign non_b = ~(|exp_b);
	always @(*) begin
	lzd_a = 5'b0;
	lzd_b = 5'b0;
	chag_a = 1'b0;
	chag_b = 1'b0;
	if(non_a == 1'b1) begin
		shift_a = {1'b0, mant_a};
		for(i = 0 ;i < 24 && chag_a != 1'b1;i = i + 1) begin
		if(shift_a[23-i] == 1'b1) begin
			chag_a = 1'b1;
		end else begin
			chag_a = 1'b0;
			lzd_a = lzd_a + 1;
		end
		end
		shift_a = shift_a << lzd_o_a;
	end else begin
		shift_a = {1'b1, mant_a};
	end
	if(non_b == 1'b1) begin
		shift_b = {1'b0, mant_b};
		for(i = 0 ;i < 24 && chag_b != 1'b1;i = i + 1) begin
		if(shift_b[23-i] == 1'b1) begin
			chag_b = 1'b1;
		end else begin
			chag_b = 1'b0;
			lzd_b = lzd_b + 1;
		end
		end
		shift_b = shift_b << lzd_o_b;
	end else begin
		shift_b = {1'b1, mant_b};
	end
	dividend = {7'b0, shift_a, 4'b0};
	divisor = {shift_b, 6'b0};
	end
	assign dividend_m = dividend;
	assign divisor_m = divisor;
	assign lzd_o_a = lzd_a;
	assign lzd_o_b = lzd_b;
endmodule
module adder_1(
	input [7:0]exp_a,exp_b,
	input [4:0]lzd_o_a,lzd_o_b,
	output [9:0]exp_mid
);
	wire [7:0]n_lzd_a,n_lzd_b,n_exp_b,o_0,o_1,o_2,o_3;
	wire [3:0]c;
	wire s;
	assign n_lzd_a = ~({3'b0, lzd_o_a}); 	
	assign n_lzd_b = ~({3'b0, lzd_o_b}); 
	assign n_exp_b = ~exp_b;
	assign s = 1'b1 + c[0] + c[1] + c[2] + c[3];
	assign exp_mid = {s, 1'b0, o_3};
	CLA_8 cla0(exp_a, n_exp_b, 1'b1, o_0, c[0]);
	CLA_8 cla1(o_0, 8'b01111111, 1'b0, o_1, c[1]);
	CLA_8 cla2(o_1, n_lzd_a, 1'b1, o_2, c[2]);
	CLA_8 cla3(o_2, n_lzd_b, 1'b1, o_3, c[3]);
endmodule
module iteration(
	input [34:0] dividend_m,
	input [29:0] divisor_m,
	input clk,
	input start,       
	output reg [31:0] Q,
	output reg done  
);
	localparam IDLE = 2'b00;
	localparam SAVE = 2'b01;
	localparam CALC = 2'b10;
	localparam DONE = 2'b11;
	reg [1:0] state = 2'b00;
	reg [3:0] iter_count; 
	reg [8:0] bound_cmp_sign;
	reg [13:0] rw_estimate;
	reg [11:0] part_rem,part_rem_1;
	reg [31:0] q,Q_reg, Q_minus;
	reg [34:0] a, b, c,sum_1, carry_1,sum_2, carry_2, carry_shift, sum_shift,carry_shift_1,sum_shift_1;
	wire [8:0] bound_cmp_sign_1;
	wire [7:0] out_1, out_2;
	wire [1:0] c0;
	QSL qsl(
		.bound_sel(divisor_m[29:23]),
		.sqrt_first_round(1'b0),
		.sqrt_secd_round(1'b0),
		.sqrt_secd_round_sign(1'b0),
		.part_rem(part_rem),
		.bound_cmp_sign(bound_cmp_sign_1)
	);
	CLA_8 cla0(
		.a(sum_shift[28:21]),
		.b(carry_shift[28:21]),
		.cin(1'b0),
		.f(out_1),
		.cout(c0[0])
	);
	CLA_8 cla1(
		.a({2'b0, sum_shift[34:29]}),
		.b({2'b0, carry_shift[34:29]}),
		.cin(c0[0]),
		.f(out_2),
		.cout(c0[1])
	);
	always @(posedge clk) begin
	case(state)
		IDLE: begin
                if(start) begin
			Q_reg <= 32'b0;
			Q <= 32'b0;
			Q_minus <= 32'b0;
			iter_count <= 3'b0;
			state <= SAVE;
			done <= 1'b0;
                end
		end
		SAVE: begin
			sum_shift <= dividend_m << 4;
			carry_shift <= 35'b0; 
			Q_reg <= 32'b0;
			Q_minus <= 32'b0;
			state <= CALC;
		end
		CALC: begin
                if(rw_estimate[13] == 1'b0) begin
			Q_reg <= (Q_reg << 4) + q;
			Q_minus <= (Q_reg << 4) + q - 1;
                end else begin
			Q_reg <= (Q_minus << 4) + q + 32'd16;
			Q_minus <= (Q_minus << 4) + q + 32'd15;
                end
                sum_shift <= sum_2 << 4;
                carry_shift <= carry_2 << 5;
                if(iter_count == 4'b0111) begin
			state <= DONE;
                end else begin
			iter_count <= iter_count + 1;
                end
		end
		DONE: begin
                Q <= Q_reg;
                done <= 1'b1;
                state <= IDLE;
		end
	endcase
	end
	always @(*) begin
	case(bound_cmp_sign)
		9'b111111111:begin
			a = 35'b0;
			b = 35'b0;
			c = 35'b0;
		end
		9'b011111111:begin
			a = {5'b0, divisor_m};
			b = 35'b0;
			c = 35'b0;
		end
		9'b001111111:begin
			a = 35'b0;
			b = {4'b0, divisor_m, 1'b0};
			c = 35'b0;
		end
		9'b000111111:begin
			a = {5'b0, divisor_m};
			b = {4'b0, divisor_m, 1'b0};
			c = 35'b0;
		end
		9'b000011111:begin
			a = 35'b0;
			b = 35'b0;
			c = {3'b0, divisor_m, 2'b0};
		end
		9'b000001111:begin
			a = {5'b0, divisor_m};
			b = 35'b0;
			c = {3'b0, divisor_m, 2'b0};
		end
		9'b000000111:begin
			a = 35'b0;
			b = {4'b0, divisor_m, 1'b0};
			c = {3'b0, divisor_m, 2'b0};
		end
		9'b000000011:begin
			a = {5'b0, divisor_m};
			b = {4'b0, divisor_m, 1'b0};
			c = {3'b0, divisor_m, 2'b0};
		end
		9'b000000001:begin
			a = 35'b0;
			b = 35'b0;
			c = {2'b0, divisor_m, 3'b0};
		end
		9'b000000000:begin
			a = {5'b0, divisor_m};
			b = 35'b0;
			c = {2'b0, divisor_m, 3'b0};
		end
	endcase	
        if(~rw_estimate[13]) begin
            a = ~a + 1;
            b = ~b + 1;
            c = ~c + 1;
        end
        sum_1 = a ^ b ^ c ^ sum_shift;
        carry_1 = (a & b) | ((a | b) & c) | ((a | b | c) & sum_shift);
        sum_2 = sum_1 ^ (carry_1 << 1) ^ carry_shift;
        carry_2 = (sum_1 & (carry_1 << 1)) | ((sum_1 | (carry_1 << 1)) & carry_shift);
	end   
	always @(*) begin
    	rw_estimate = {out_2[5:0], out_1};
	part_rem = rw_estimate[13] ? ~rw_estimate[13:2] : rw_estimate[13:2];
	if(bound_cmp_sign_1[0] != 0) 
		bound_cmp_sign = bound_cmp_sign_1;
	case(bound_cmp_sign)
		9'b111111111:q = rw_estimate[13] ? 32'b0: 32'b0;
		9'b011111111:q = rw_estimate[13] ? 32'hFFFFFFFF: 32'd1;
		9'b001111111:q = rw_estimate[13] ? 32'hFFFFFFFE: 32'd2;
		9'b000111111:q = rw_estimate[13] ? 32'hFFFFFFFD: 32'd3;
		9'b000011111:q = rw_estimate[13] ? 32'hFFFFFFFC: 32'd4;
		9'b000001111:q = rw_estimate[13] ? 32'hFFFFFFFB: 32'd5;
		9'b000000111:q = rw_estimate[13] ? 32'hFFFFFFFA: 32'd6;
		9'b000000011:q = rw_estimate[13] ? 32'hFFFFFFF9: 32'd7;
		9'b000000001:q = rw_estimate[13] ? 32'hFFFFFFF8: 32'd8;
		9'b000000000:q = rw_estimate[13] ? 32'hFFFFFFF7: 32'd9;	
		default:q = 32'b0;
	endcase
	end
endmodule
module round_to_nearest_even(
	input done,
	input [31:0]Q,
	input [9:0]exp_q_mid,
	output reg [22:0]mant_o,
	output reg [7:0]exp_o
);
	reg [31:0]Q_1;
	always @(*) begin
	if(done) begin
	exp_o = exp_q_mid[7:0];
	if(~Q[31]) 
		Q_1 = Q << 1;		
	else begin
		Q_1 = Q;
		exp_o = exp_o + 1;
	end
	if(Q_1[7] == 1'b0) begin
		mant_o = Q_1[30:8];
	end else if(Q_1[7] == 1'b1) begin
		if(Q_1[30:8] == 23'b11111111111111111111111) begin
			exp_o = exp_o + 1;
			mant_o = 23'b00000000000000000000000;
		end else begin
			mant_o = Q_1[30:8];
			mant_o = mant_o + 1;
		end
	end  
	end
	end	
endmodule
module pack(
	input s_o,adn,done,
	input start,
	input [7:0]exp_o,
	input [22:0]mant_o,
	input [1:0]state,
	output reg[31:0]answer
);
	always @(*) begin
	if(start) 
		answer = 0;
	if(done) begin
	if(adn == 1'b0) begin
		answer[31:0] = {s_o, exp_o[7:0], mant_o[22:0]};
	end else if(adn == 1'b1) begin
		if(state == 2'b01) begin	 
			answer = 32'b0;
		end else if(state == 2'b10) begin	 
			answer = {1'b1, 8'b11111111, 23'b0};
		end else begin	 
			answer = {1'b1, 8'b11111111, 23'b1};
		end
	end
	end
	end	
endmodule
[/design/flow/config.mk]
export PLATFORM = sky130hd
export DESIGN_NAME = adder_1
export DESIGN_NICKNAME = adder_1
export VERILOG_FILES = /design/flow/design.v
export SDC_FILE = /design/flow/constraint.sdc
export NUM_CORES = 4
export LEC_CHECK = 1
export CORE_AREA = 10 10 84 84
export DIE_AREA = 0 0 94 94
export SYNTH_HDL_FRONTEND = slang
[/design/flow/constraint.sdc]
current_design adder_1

set clk_period 6.7
set clk_io_pct 0.2

create_clock -name clk0 -period $clk_period

set non_clock_inputs [all_inputs -no_clocks]
set_input_delay [expr $clk_period * $clk_io_pct] -clock clk0 $non_clock_inputs
set_output_delay [expr $clk_period * $clk_io_pct] -clock clk0 [all_outputs]
==> flow_summary.yaml <==
# yosys + openroad results
timing:
  fin_tns_setup_ns: 0
  rsz0062_at_grt: "no"
  report.final.slew_viol_count: 0
  worst_slack_ns: 0.140
  setup_violations: 0
  post-route-min-period_ns: 6.56
  hold_viol: 0
  finalClockPeriodUsage_pct: 97.9
  fmax_ghz: 0.152
drt:
  vias: 492
  ant_nets: 0
  wl_um: 1580
  route.detailed.drc: 0
  num_antenna_cells: 0
  wl_per_cell_um: 9.37
  drt-vias-per-instance: 2.91
  dr.pass1.iters: 2
  drt-initial-drc-count: 1
placed_design:
  placed_cell_area_um2: 1080
  dp_slack_ns: -1.02
  finalWeightedCongestion: 0.780
  io_buffers: 35
  dpl.hpwl_um: 1520
power_and_ir_drop:
  power.total_w: 0.000231
  power.density_nw_per_um2: 196
  p_leak_nw: 0.532
  ir_drop_mv: 0.117
cells_and_area:
  regArea_um2: 0
  post-route-util_pct: 22.7
  logic_area_um2: 633
  flops: 0
  drive_gt1_share_pct: 29.3
  area_delta_synth_final_pct: 66.0
  clkbuf_count: 0
  layout.cells.most_common_list: "clkdlybuf4s50_1 (29), inv_1 (22), fa_2 (12)"
  lay_top_count: "clkdlybuf4s50_1"
  fill_cells: 581
  final_area_um2: 1180
critical_path:
  end_kind: "output port"
  crit_path_max_incr_delay_ns: 0.53
  slowest_stage: "fa_2"
  path_max_fanout: 1
  startpoint_type: "input port"
  cpLargestDelayFamily: "adder cells"
  criticalPathCategory: "input port to output port"
  arrival_ns: 5.22
  cp.required_ns: 5.36
  crit_top_cell: "fa_2"
  crit_buf_inv: 3
  crit_chain: "buf_6, ha_4, fa_2, fa_2, fa_2, ha_1, fa_2, fa_1, fa_2, ha_1, ha_2, inv_1, clkdlybuf4s50_1"
yosys:
  synth_warnings: 0
  ys_cells: 73
  synth_top_area_share_pct: 42.3
  yosysTopAreaCell: "fa_1"
  ys_area_um2: 711
  postSynthCellCount: 73
  yosysSeqAreaShare_pct: 0
  synth.distinct_cells: 7
  synthesis.area_um2: 711
  area_leaders: "fa_1 (42%), ha_1 (28%), inv_1 (15%)"
  avgSynthCellArea_um2: 9.74
grt:
  antenna_found_initial: 0
  grt_pass1_wl_um: 2530
  grt_pass1_vias: 545
  grt_usage_pct: 3.57
  grt_start_max_net_pins: 3
  overflow: 0
floorplan:
  placementRows: 26
  initCoreUtil_pct: 13.7
  die_h_um: 94
  chipArea_um2: 8840
  core_um2: 5200
  io_pins: 36
  dieWidth_um: 94
min_path:
  hold_end: "exp_mid[9]"
  hold_path.class: "input port to output port"
  min_from: "exp_a[7]"
  holdPathStages: 6
flow_run:
  drv_cap: 0
  openroad.warnings: 33
run_status:
  outcome: "finished clean"
[worst max path at each step]
stage            start    endpoint  slack, ns  depth (start not counted)
global route  exp_b[0]  exp_mid[9]      0.002                         19
finish        exp_b[0]  exp_mid[6]       0.14                         13
CTS           exp_b[0]  exp_mid[9]      -0.06                         19
[repair_timing]
| item | in CTS | in global routing |
|---|---|---|
| endpoints found under the setup margin | 5 | 3 |
| hold buffers | 0 | 0 |
| buffers inserted | 0 | 0 |
| pin swaps | 16 | 14 |
| resized | 37 | 7 |
[routing by layer]
layer	GRT usage, %	vias to the layer above	routed length [um]	part of all wire (%)
met3	1.86	0	234	15
met2	6.22	21	784	49
met5	0	-	0	0
li1	-	247	-	-
met1	4.04	224	565	36
met4	0	0	0	0
[synth_stat cells]
| cell type | instances |
|---|---|
| buf_4 | 10 |
| inv_1 | 28 |
| xor2_1 | 1 |
| xnor2_1 | 2 |
| fa_1 | 15 |
| ha_1 | 16 |
| conb_1 | 1 |
[metrics by stage]
stage	cells	hold slack [ns]
after floorplan	73	2.92
after global placement	169	3.70
after detailed placement	169	3.70
after CTS	169	3.63
after global routing	169	3.71
final	169	3.65
[layout make-up]
cell class | count | share of cell area (%)
multi-input combinational | 35 | 53.7
timing repair buffer | 36 | 30.0
inverter | 28 | 8.91
tap | 70 | 7.42
[power breakdown]
part           leakage, nW  switching (W)  internal (W)
Combinational        0.532      0.0000801      0.000151
Clock                    0              0             0
Sequential               0              0             0
Total                0.532      0.0000801      0.000151
[cells by family after synthesis]
family	share of synthesized area (%)
buffers and inverters	25.4
adder cells (fa/ha/maj)	70.4
XOR/XNOR	3.70
other	0.528
Power is estimated from default activity; no workload was simulated.
